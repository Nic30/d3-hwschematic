**flow/config.mk**
```make
export PLATFORM = sky130hd
export DESIGN_NAME = constAdder
export DESIGN_NICKNAME = constAdder
export VERILOG_FILES = /design/flow/design.v
export SDC_FILE = /design/flow/constraint.sdc
export NUM_CORES = 4
export LEC_CHECK = 1
export CORE_AREA = 10 10 70 70
export DIE_AREA = 0 0 80 80
```
**flow/design.v**
```verilog
module constAdder(input [8-1:0] in, output [8-1:0] out);
  assign out = in + 8'B 10101101;
endmodule
```
**flow/constraint.sdc**
```tcl
current_design constAdder

set clk_period 2.6
set clk_io_pct 0.2

create_clock -name clk0 -period $clk_period

set non_clock_inputs [all_inputs -no_clocks]
set_input_delay [expr $clk_period * $clk_io_pct] -clock clk0 $non_clock_inputs
set_output_delay [expr $clk_period * $clk_io_pct] -clock clk0 [all_outputs]
```
**flow/run.sh**
```bash
#!/bin/bash
# OpenROAD 26Q1-2900-gdf79404cd8, Yosys 0.63+post, stock flow scripts
make -C /OpenROAD-flow-scripts/flow DESIGN_CONFIG=/design/flow/config.mk WORK_HOME=/design/flow/orfs finish
```
==> flow_summary.yaml <==
# synthesis and place-and-route metrics
yosys:
  synth-warning-count: 0
  ys_cells: 20
  yosys.cell_types.count: 14
  synthCells: 20
  syn-cell-area_um2: 140
  yosysChipArea_um2: 140
  syn_avg_cell_area_um2: 7.01
  ys_seq_share_pct: 0
status:
  status: "finished clean"
drt:
  vias: 241
  drt-met1-wl_um: 279
  first_iter_violations: 2
  top_signal_layer_used: "met3"
  wl_per_cell_um: 7.15
  dr.pass1.iters: 2
  postRouteAntennaNets: 0
  wl_met3_um: 65
  routed_wl_um: 672
  avgViaCountPerCell: 2.56
  wl_met2_um: 327
  antennaDiodeCount: 0
  post-route-drc-count: 0
sta:
  rsz0062_at_grt: "no"
  hold_ws_ns: 1.70
  hold_viol_final: 0
  slew_headroom_pct: 85.0
  setup_viol: 0
  worst_pin_slew_ns: 0.224
  period_used_pct: 95.5
  max_clock_freq_mhz: 403
  drv_slew: 0
  final_critical_path_setup_slack_ns: 0.118
  layout_min_cycle_time_ns: 2.48
layout:
  layout_top_cells: "buf_4 (12), clkdlybuf4s50_1 (10), dlygate4sd2_1 (4), inv_1 (3), xnor2_1 (3)"
  final_cells: 94
  clkbuf_count: 0
  n_fill_cell: 389
  flops: 0
  areaGrowthSynthToFinish_pct: 236
  layout_top_cell: "buf_4"
  register_area_um2: 0
  final_util_pct: 13.8
  drive_gt1_share_pct: 39.6
job:
  tool_warnings: 32
  drv_cap: 0
global_route:
  grt_overflow: 0
  grt_max_degree: 5
  antenna_found_initial: 0
  grt_pass1_vias: 238
  track_usage_pct: 1.82
  grt_pass1_wl_um: 1040
place:
  port_buffers: 16
  gp_congestion: 0.736
  dp_cells: 93
  place_worst_setup_slack_ns: -0.322
floorplan:
  core_area_um2: 3420
  core.rowCount: 21
  die-width_um: 80
  io_pins: 16
  die_h_um: 80
  fp_util_pct: 4.10
  chipArea_um2: 6400
worst_setup_path:
  end_kind: "primary output"
  critPathSlowestCell: "clkdlybuf4s50_1"
  required_ns: 2.08
  max_stage_delay_ns: 0.50
  critical_path.startpoint_type: "input port"
  path_class: "input port to primary output"
  cp.arrival_ns: 1.96
  worstPathCellList: "clkdlybuf4s50_1 -> and3b_1 -> a311o_1 -> a311oi_1 -> dlygate4sd2_1"
  worstPathMaxFanout: 3
cts:
  hold_buffers: 0
power_and_ir_drop:
  power.density_nw_per_um2: 153
  totalPowerFinal_w: 0.0000718
  vdd_drop_max_mv: 0.0163
  power.leakage_nw: 0.207
worst_hold_path:
  hp-class: "input port to primary output"
## worst max-delay path: cells and delay by family
family                 cells  cell delay [ns]
buffers and inverters      2             0.75
AOI/OAI and AO/OA          2             0.51
and+or+nand+nor            1             0.18
## cell type report
cell class | instances | area, um2 | area share (%)
tap | 46 | 57.6 | 12.2
timing repair buffer | 28 | 249 | 52.9
inverter | 3 | 11.3 | 2.39
multi-input combinational | 17 | 153 | 32.4
## path summary, 6_finish.rpt
check | from | end | slack, ns | depth (start not counted)
setup / recovery | in[7] | out[7] | 0.12 | 5
hold / removal | in[0] | out[0] | 1.70 | 3
## metal layers
metal / track usage, % / vias up
li1: - / 127
met1: 2.31 / 107
met2: 3.29 / 7
met3: 0.341 / 0
met4: 0 / 0
met5: 0 / -
## Yosys cell counts
master	count	area, um2
or3_1	1	6.26
ha_1	1	12.5
a21oi_1	2	10.0
and2b_2	1	8.76
nand2_1	1	3.75
xor2_1	1	8.76
nor2_1	1	3.75
a311oi_1	1	8.76
xnor2_1	4	35.0
inv_1	3	11.3
and3b_1	1	8.76
a211oi_1	1	7.51
nor3_1	1	5.00
a311o_1	1	10.0
## what timing repair did
| action | CTS | global route |
|---|---|---|
| gates resized | 12 | 1 |
| setup buffers | 0 | 1 |
| setup endpoints to repair | 4 | 1 |
| pin swaps | 3 | 1 |
## logic make-up (layout without fill, tap and decap cells)
family / after synthesis / count (layout) / synth area share [%]
and+or+nand+nor: 6 / 6 / 25.9
xor gates and xnor gates: 5 / 5 / 31.2
buffers and inverters: 3 / 31 / 8.04
AOI/OAI and AO/OA: 5 / 5 / 25.9
adders and majority gates: 1 / 1 / 8.93
## power breakdown
group / switching [W] / internal, W / leakage, nW
sequential: 0 / 0 / 0
clock: 0 / 0 / 0
combinational: 0.0000208 / 0.0000509 / 0.207
total: 0.0000208 / 0.0000509 / 0.207
## through the flow
stage | setup TNS (ns) | area (um2)
2_1_floorplan | 0 | 140
3_3_place_gp | -0.848 | 440
3_5_place_dp | -0.854 | 440
4_1_cts | 0 | 460
5_1_grt | 0 | 470
6_report | 0 | 470
Power is estimated from default activity; no workload was simulated.
