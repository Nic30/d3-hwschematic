$ cat /design/flow/config.mk
export PLATFORM = sky130hd
export DESIGN_NAME = fifo
export DESIGN_NICKNAME = fifo
export VERILOG_FILES = /design/flow/design.v
export SDC_FILE = /design/flow/constraint.sdc
export NUM_CORES = 4
export LEC_CHECK = 1
export CORE_AREA = 10 10 106 106
export DIE_AREA = 0 0 116 116
$ cat /design/flow/constraint.sdc
current_design fifo

set clk_period 2.0
set clk_io_pct 0.2

create_clock -name clk0 -period $clk_period [get_ports {clk}]

set non_clock_inputs [all_inputs -no_clocks]
set_input_delay [expr $clk_period * $clk_io_pct] -clock clk0 $non_clock_inputs
set_output_delay [expr $clk_period * $clk_io_pct] -clock clk0 [all_outputs]
$ cat /design/flow/design.v
`timescale 1ns / 1ps
`default_nettype none
module fifo #(
    parameter WIDTH = 4,
    parameter DEPTH = 4
)(
    input [WIDTH-1:0] data_in,
    input wire clk,
    input wire write,
    input wire read,
    output reg [WIDTH-1:0] data_out,
    output wire fifo_full,
    output wire fifo_empty,
    output wire fifo_not_empty,
    output wire fifo_not_full
);
    reg [WIDTH-1:0] memory [0:DEPTH-1];
    reg [$clog2(DEPTH)-1:0] write_ptr;
    reg [$clog2(DEPTH)-1:0] read_ptr;
    initial begin
        write_ptr = 0;
        read_ptr = 0;
        if ( WIDTH <= 0 ) begin
            $error("%m ** Illegal condition **, you used %d WIDTH", WIDTH);
        end
        if ( DEPTH <= 0) begin
            $error("%m ** Illegal condition **, you used %d DEPTH", DEPTH);
        end
    end  
    assign fifo_empty   = ( write_ptr == read_ptr ) ? 1'b1 : 1'b0;
    assign fifo_full    = ( write_ptr == (DEPTH-1) ) ? 1'b1 : 1'b0;
    assign fifo_not_empty = ~fifo_empty;
    assign fifo_not_full = ~fifo_full;
    always @ (posedge clk) begin
        if ( write ) begin
            memory[write_ptr] <= data_in;
        end
        if ( read ) begin
            data_out <= memory[read_ptr];
        end
    end
    always @ ( posedge clk ) begin
        if ( write ) begin
            write_ptr <= write_ptr + 1;
        end
        if ( read && fifo_not_empty ) begin
            read_ptr <= read_ptr + 1;
        end
    end
endmodule
$ cat /design/flow/run.sh
#!/bin/bash
# OpenROAD 26Q1-2900-gdf79404cd8, Yosys 0.63+post, stock flow scripts
make -C /OpenROAD-flow-scripts/flow DESIGN_CONFIG=/design/flow/config.mk WORK_HOME=/design/flow/orfs finish
==> Changelog: implementation <==
## Flow update

* Tot GR Track Use at 0.0263
* #FFs+latches synth at 24
* Terminus of the critical flop-to-flop path: data_out[0]$_DFFE_PP_
* Post-cts hold buffer count at 0
* CP endpoint: fifo_not_empty
* Power Total at 1180 uW
* Mux share at 0.0938
* Syn Area/Cell at 20.0 sq um
* Critical path required time at 1600 ps
* Ys cells at 48
* Final setup TNS at 0 ps
* Startpoint Class: flip-flop
* Power per standard cell area at 884 nW/um^2
* XOR/XNOR Area Share at 0.0273
* Cycle use final at 0.941
* Boundary Pins at 15
* Sw Pwr at 214 uW
* Pre-antenna DRT Iters at 4
* Slew @ Worst Pin at 303 ps
* Fp util at 0.109
* Clock Power Share at 0.344
* DRC at 0
* Post-synthesis cell type count at 11
* Port bufs at 14
* Die width at 116 um
* Critical path capture point type: output port
* Initial antenna violation count at 0
* Layout fillers at 956
* Yosys warnings at 1
* Seq share, synth at 0.750
* Avg WL per Cell at 9.32 um
* Area Overhead vs Synth at 38.8%
* 1st-iter DRT viols at 7
* Post-DP HPWL at 1.33 mm
* Chip Area, Yosys at 961 sq um
* MaxCap Viol Count at 0
* Share of layout cells above drive strength 1 at 0.209
* Antenna-violating nets left at 0
* Critical Path AT at 1480 ps
* Via density at 2.53
* Largest net degree at the start of global routing at 15
* Sequential power share at 0.520
* Final setup viols at 0
* Skew final at 2.18 ps
* Leak at 0.000456 uW
* CTS Buffer Depth at 2
* Vias in the first global route at 478
* Crit Path Category: reg -> out
* Routed WL at 1.63 mm
* Outcome: finished clean
* N_diodes at 0
* Reg2Reg Setup Slack at 610 ps
* Clk latency of the worst-skew pair at 260 ps
* Core footprint at 8850 sq um
* Final instance area at 1330 sq um
* Clk sinks at 24
* CTS tree: done
* RePlAce Congestion at 0.693
* Slew Limit Fails at 0
* Sw frac at 0.182
* Combinational group share of total power at 0.135
* Max-slew headroom at 0.796
* Clock Tree Root: clkbuf_8
* Hold/Removal Path Class: reg -> reg
* Placed Instance Area at 1230 sq um
* Top logic family: multiplexers
* VDD IR max at 0.283 mV
* Clock transition at path regs at 80 ps
* Reg2Reg Depth at 2
* Basic Gates by Area at 0.0365
* Row Count at 34
* Max FO, Critical Path at 4
* Die ar. at 13500 sq um
* Mapped Cells at 48
* Min Hold Slack at 641 ps
* Final hold vios at 0
* CTS Buf Count at 3
* F_max at 531 MHz
* Post-route minimum period at 1880 ps
* Ao+oa area frac at 0.00781
* Internal at 965 uW
* Wire length of the first global-routing pass at 2.69 mm
* H-tree depth at 1
* Combinational Area at 226 sq um
* Mapped cell area at 961 sq um
* Critical Path Source: write_ptr[0]$_DFFE_PP_
* Register Area at 721 sq um
* Chip height at 116 um
* Via count at 443
* Adder Share, Synth at 0.0521
* Unrepaired setup endpoints after global routing: no
* R2R Path Start: read_ptr[0]$_DFFE_PP_
* Total grt overflow at 0
* Tool Warnings at 28
-- worst min-delay path by stage --
stage / end / depth (start not counted) / from
finish: data_out[2]$_DFFE_PP_ / 1 / memory[2][2]$_DFFE_PP_
CTS: data_out[2]$_DFFE_PP_ / 1 / memory[2][2]$_DFFE_PP_
global route: data_out[2]$_DFFE_PP_ / 1 / memory[2][2]$_DFFE_PP_
-- stage by stage --
step	cells	worst slack, ps	util
after global placement	170	248	0.140
final	175	118	0.151
after CTS	175	6.61	0.150
after global routing	175	15.0	0.151
after detailed placement	170	261	0.140
after floorplan	48	783	-
-- power by group through the flow --
| stage | Combinational, uW | Clock [uW] | Sequential (uW) |
|---|---|---|---|
| 5_1_grt | 182 | 446 | 619 |
| 6_report | 160 | 406 | 613 |
| 4_1_cts | 168 | 418 | 614 |
-- what timing repair did --
| action | CTS | global route |
|---|---|---|
| setup endpoints to repair | 1 | 2 |
| resized | 2 | 2 |
| buffers inserted | 1 | 0 |
| gates cloned | 0 | 0 |
| pin swaps | 0 | 2 |
-- cells by family after synthesis --
| family | count (synthesis) |
|---|---|
| AND/OR/NAND/NOR | 6 |
| flip-flops | 24 |
| adder cells (fa/ha/maj) | 4 |
| AND-OR/OR-AND | 1 |
| multiplexers | 4 |
| XOR/XNOR | 3 |
| buffers and inverters | 6 |
-- placed cells by master, fill, tap and decap left out --
| cell type | synthesis | final |
|---|---|---|
| a21boi_0 | 1 | 1 |
| and2_1 | 5 | 5 |
| buf_4 | 0 | 3 |
| bufinv_16 | 0 | 1 |
| clkbuf_8 | 0 | 3 |
| clkdlybuf4s50_1 | 0 | 13 |
| dlymetal6s2s_1 | 0 | 1 |
| edfxtp_1 | 24 | 24 |
| ha_1 | 4 | 3 |
| ha_2 | 0 | 1 |
| inv_1 | 4 | 4 |
| mux4_2 | 4 | 4 |
| nand2_1 | 1 | 1 |
| xnor2_2 | 0 | 2 |
| xor2_1 | 1 | 1 |
-- Yosys cell counts --
cell | instances | area share
xor2_1 | 1 | 0.0091
ha_1 | 4 | 0.052
xnor2_1 | 2 | 0.018
nand2_1 | 1 | 0.0039
buf_2 | 1 | 0.0052
buf_6 | 1 | 0.012
inv_1 | 4 | 0.016
edfxtp_1 | 24 | 0.75
and2_1 | 5 | 0.033
a21boi_0 | 1 | 0.0078
mux4_2 | 4 | 0.094
-- flip-flops by register name (all words and copies together), names as in the netlist --
| signal | cells |
|---|---|
| write_ptr | 2 |
| read_ptr | 2 |
| data_out | 4 |
| memory | 16 |
-- metal layers --
| metal | track usage | part of all wire | wire length, um |
|---|---|---|---|
| met5 | 0 | 0 | 0 |
| met2 | 0.0391 | 0.48 | 776 |
| met1 | 0.0349 | 0.42 | 691 |
| met4 | 0.00167 | 0 | 0 |
| met3 | 0.0141 | 0.099 | 162 |
-- cell type report --
| type | instances | area share |
|---|---|---|
| well taps | 108 | 0.101 |
| inverters | 4 | 0.0113 |
| flip-flops and latches | 24 | 0.540 |
| multi-input cells | 18 | 0.170 |
| repair buffers | 17 | 0.124 |
| clock buffers | 3 | 0.0310 |
| clock inverters | 1 | 0.0225 |
-- worst max-delay path: stages, from the launching register on --
cell	delay [ps]
edfxtp_1	480
xnor2_2	190
nand2_1	80
clkdlybuf4s50_1	480
Power and IR drop assume default switching activity.
