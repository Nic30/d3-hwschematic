`/design/flow/config.mk`:
```
export PLATFORM = sky130hd
export DESIGN_NAME = fulladder_4bit
export DESIGN_NICKNAME = fulladder_4bit
export VERILOG_FILES = /design/flow/design.v
export SDC_FILE = /design/flow/constraint.sdc
export NUM_CORES = 4
export LEC_CHECK = 1
export CORE_AREA = 10 10 70 70
export DIE_AREA = 0 0 80 80
```
`/design/flow/constraint.sdc`:
```
current_design fulladder_4bit

set clk_period 3.8
set clk_io_pct 0.2

create_clock -name clk0 -period $clk_period

set non_clock_inputs [all_inputs -no_clocks]
set_input_delay [expr $clk_period * $clk_io_pct] -clock clk0 $non_clock_inputs
set_output_delay [expr $clk_period * $clk_io_pct] -clock clk0 [all_outputs]
```
`/design/flow/design.v`:
```
module fulladd(s, c_out, ain, bin, c_in);
   output s, c_out;
   input ain, bin, c_in;
   assign s = (ain^bin)^c_in;  
   assign c_out = (ain & bin) | (bin & c_in) | (c_in & ain);  
endmodule
module fulladder_4bit(sum, cout, a, b, cin);
   output [3:0] sum;
   output cout;
   input [3:0] a, b;
   input cin;
   wire c1, c2, c3;
   fulladd f0 (sum[0], c1, a[0], b[0], cin);
   fulladd f1 (sum[1], c2, a[1], b[1], c1);
   fulladd f2 (sum[2], c3, a[2], b[2], c2);
   fulladd f3 (sum[3], cout, a[3], b[3], c3);
endmodule
```
`/design/flow/run.sh`:
```
#!/bin/bash
# OpenROAD 26Q1-2900-gdf79404cd8, Yosys 0.63+post, stock flow scripts
make -C /OpenROAD-flow-scripts/flow DESIGN_CONFIG=/design/flow/config.mk WORK_HOME=/design/flow/orfs finish
```
==> impl_metrics.json <==
{
  "finalNonFillerCells": 74,
  "synthesis.instances": 18,
  "final_layout_size_suffix_gt1_share_pct": 25.00,
  "fin_util_pct": 9.377,
  "relSlewSlack_pct": 93.47,
  "pin_count_of_the_biggest_net_entering_global_routing": 2,
  "worst_path_dominant_cell_family": "adder cells",
  "post_layout_period_usage_pct": 95.91,
  "cp-start-kind": "input pin",
  "worst_ep_arrival_time_ns": 2.88,
  "syn_to_final_growth_pct": 116.9,
  "hold_buffers": 0,
  "track_usage_pct": 1.183,
  "final.clkbuf_count": 0,
  "core.rowCount": 21,
  "portBuffers": 14,
  "routed_wirelength_um": 393,
  "timing_max_transition_violations_final": 0,
  "wl_per_cell_um": 5.311,
  "synthesis.area_per_instance_um2": 8.202,
  "grt_first_pass_wirelength_um": 600,
  "grt_pass1_vias": 137,
  "initial_core_util_pct": 4.322,
  "worstHoldPathType": "input pin to output port",
  "yosys_warnings": 0,
  "synth-cells-yosys": 18,
  "num_antenna_cells": 0,
  "worst_hold_startpoint": "b[3]",
  "power-per-cell-area_nw_per_um2": 113.6,
  "vias": 116,
  "dieWidth_um": 80,
  "cp_num_buf_inv": 6,
  "worst_path_largest_cell_delay_ns": 0.49,
  "layout.cells.most_common": "sky130_fd_sc_hd__clkdlybuf4s50_1",
  "postRouteAntennaNets": 0,
  "path_class": "input pin to output port",
  "drc_errors": 0,
  "floorplan.core_area_um2": 3416,
  "synth.distinct_cells": 3,
  "number_of_max_cap_violations": 0,
  "first_iter_violations": 0,
  "layout_top_cells_excl_fill_tap": "sky130_fd_sc_hd__clkdlybuf4s50_1 (12), sky130_fd_sc_hd__inv_1 (6), sky130_fd_sc_hd__inv_2 (4)",
  "hold_viol_final": 0,
  "slew_of_the_pin_with_the_lowest_slew_margin_ns": 0.09765,
  "ir_worst_vdd_mv": 0.02748,
  "io_pins": 14,
  "chip_area_um2": 6400,
  "rsz_0062_raised_after_global_routing": "false",
  "register_area_um2": 0,
  "worst_hold_path.endpoint": "sum[3]",
  "dpl.hpwl_um": 387,
  "globalRouteOverflowTotal": 0,
  "fin_crit_ns": 3.644,
  "seq_area_frac_synth_pct": 0,
  "warning_total_across_the_stage_logs": 32,
  "detail_route.vias_per_cell": 1.568,
  "setup_viol": 0,
  "crit_path_max_fanout": 1,
  "numSequentialCells": 0,
  "critPathRequiredTime_ns": 3.04,
  "fillers": 407,
  "slowest_stage": "sky130_fd_sc_hd__fa_1",
  "numPlacedInstances": 74,
  "die_height_um": 80,
  "total_leakage_power_nw": 0.1332,
  "yosys-stat-area_um2": 147.6,
  "fmaxAchievable_ghz": 0.2744,
  "status": "finished, final reports clean",
  "crit_chain": "clkdlybuf4s50_1, inv_2, fa_2, inv_2, fa_2, fa_2, inv_2, fa_1, inv_1, dlygate4sd2_1",
  "totalNegativeSetupSlack_ns": 0,
  "hold_path_depth": 5,
  "syn_area_um2": 147.6,
  "number_of_detailed_routing_iterations_run_before_antenna_repair": 1,
  "gp_congestion": 0.7463,
  "critical_path_end_type": "output port",
  "antenna_found_initial": 0
}
-- kinds of logic (layout without fill, tap and decap cells) --
logic type	Yosys count	count (layout)	share of synthesized area [%]
buf+inv	14	24	45.77
fa+ha+maj	4	4	54.24
-- metrics by stage --
step	hold WS [ns]	cell area, um2	total power, W	setup WS [ns]
after floorplan	1.737	147.6	0.00001806	0.7032
after global placement	2.561	315.3	0.00003805	-0.1848
after detailed placement	2.559	315.3	0.00003779	-0.1687
after CTS	2.402	320.3	0.00003797	0.1006
after global routing	2.426	320.3	0.00004305	0.007165
final	2.383	320.3	0.00003638	0.1556
-- worst max path at each step --
stage     from  cells after the start      to  slack (ns)
4_1_cts   b[0]                     10  sum[3]        0.10
5_1_grt   b[0]                     10  sum[3]       0.007
6_report   cin                     10  sum[3]        0.16
-- synth_stat cells --
| cell type | count | area share (%) |
|---|---|---|
| sky130_fd_sc_hd__buf_4 | 4 | 20 |
| sky130_fd_sc_hd__fa_1 | 4 | 54 |
| sky130_fd_sc_hd__inv_1 | 10 | 25 |
-- report_power, final --
part / leakage [nW] / switching [W] / internal [W]
clock: 0 / 0 / 0
sequential: 0 / 0 / 0
combinational: 0.133 / 0.0000108 / 0.0000256
-- per-layer routing --
metal / track usage, % / wire [um]
met4: 0 / 0
met3: 0.9091 / 113
met5: 0 / 0
met1: 2.003 / 217
met2: 1.043 / 62
-- cell type report --
| cell class | count | area, um2 | area share, % |
|---|---|---|---|
| repair buffers | 14 | 137.6 | 42.97 |
| multi-input cells | 4 | 87.58 | 27.34 |
| well taps | 46 | 57.56 | 17.97 |
| inverters | 10 | 37.54 | 11.72 |
-- repair_timing --
item / CTS / global route
pin swaps: 4 / 1
setup buffers: 0 / 0
gates resized: 9 / 0
setup endpoints to repair: 2 / 1
No activity file was given, so power comes from the tool's default toggle rates.
